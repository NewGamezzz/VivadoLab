### flow/design.v
`timescale 1ns / 1ps
module clockDiv(
    output clkDiv,
    input clk
    );
reg clkDiv;
initial
begin
    clkDiv = 0;
end
always @(posedge clk)
begin
    clkDiv = ~clkDiv;
end
endmodule
`timescale 1ns / 1ps
module hexTo7Segment(
    output [6:0] segments,
    input [3:0] hex
    );
reg [6:0] segments;
always @(hex)
    case (hex)
          4'b0001 : segments = 7'b1111001;    
          4'b0010 : segments = 7'b0100100;    
          4'b0011 : segments = 7'b0110000;    
          4'b0100 : segments = 7'b0011001;    
          4'b0101 : segments = 7'b0010010;    
          4'b0110 : segments = 7'b0000010;    
          4'b0111 : segments = 7'b1111000;    
          4'b1000 : segments = 7'b0000000;    
          4'b1001 : segments = 7'b0010000;    
          4'b1010 : segments = 7'b0001000;    
          4'b1011 : segments = 7'b0000011;    
          4'b1100 : segments = 7'b1000110;    
          4'b1101 : segments = 7'b0100001;    
          4'b1110 : segments = 7'b0000110;    
          4'b1111 : segments = 7'b0001110;    
          default : segments = 7'b1000000;    
endcase				
endmodule
`timescale 1ns / 1ps
module numDateYear(
    output reg date_year,
    output reg [3:0] num3,
    output reg [3:0] num2,
    output reg [3:0] num1,
    output reg [3:0] num0,
    input clock
    );
reg ps;
reg ns;
initial
begin
    ps = 0;
    ns = 0;
end
always @(posedge clock)
begin
    ps = ns;
end
always @(ps)
begin
    case(ps)
        1'b0: ns = 1;
        1'b1: ns = 0;
    endcase
end
always @(ps)
begin
    case(ps)
        1'b0:
        begin
            num0 = 4;
            num1 = 1;
            num2 = 1;
            num3 = 1;
        end 
        1'b1:
        begin
            num0 = 0;
            num1 = 0;
            num2 = 0;
            num3 = 2;        
        end
    endcase
end
always @(ps)
begin
    case(ps)
        1'b0: date_year = 0;
        1'b1: date_year = 1;
    endcase
end
endmodule
`timescale 1ns / 1ps
module quadSevenSeg(
    output [6:0] seg,
    output reg dp,
    output a0,
    output a1,
    output a2,
    output a3,
    input [3:0] num0,
    input [3:0] num1,
    input [3:0] num2,
    input [3:0] num3,
    input date_year,
    input clk
    );
reg [1:0] ns;
reg [1:0] ps;
reg [3:0] dispEn;
reg [3:0] hexIn;
wire [6:0] segments;
assign seg = segments;
initial
begin
    dp = 0;
    ns = 0;
    ps = 0;
end
hexTo7Segment segDecode(segments, hexIn);
assign {a3, a2, a1, a0} = ~dispEn;
always @(posedge clk)
begin
    ps = ns;
end
always @(ps)
begin   
    ns = ps + 1;
end
always @(ps)
begin
    case(ps)
        2'b00: dispEn = 4'b0001;
        2'b01: dispEn = 4'b0010;
        2'b10: dispEn = 4'b0100;
        2'b11: dispEn = 4'b1000;
    endcase
end
always @(ps)
begin
    case(ps)
        2'b00: hexIn = num0;
        2'b01: hexIn = num1;
        2'b10: hexIn = num2;
        2'b11: hexIn = num3;
    endcase
end
always @(ps or date_year)
begin
    case(ps)
        2'b00: dp = 0;
        2'b01: dp = 1;
        2'b10: dp = date_year;
        2'b11: dp = 1;
    endcase
end
endmodule
`timescale 1ns / 1ps
module system(
    output [6:0] seg,
    output dp,
    output [3:0] an,
    input clk
    );
wire [3:0] num0;
wire [3:0] num1;
wire [3:0] num2;
wire [3:0] num3;
wire date_year;
wire targetClk;
wire ndyClk;
wire an0, an1, an2, an3;
assign an = {an3, an2, an1, an0};
wire [26:0] tclk;
assign tclk[0] = clk;
genvar c;
generate for(c=0; c<26; c=c+1)
begin
    clockDiv fdiv(tclk[c+1], tclk[c]);
end endgenerate
clockDiv fdivTarget(targetClk, tclk[18]);
clockDiv fndyTarget(ndyClk, tclk[26]);
numDateYear NDY(date_year, num3, num2, num1, num0, ndyClk);
quadSevenSeg q7seg(seg, dp, an0, an1, an2, an3, num0, num1, num2, num3, date_year, targetClk);
endmodule
### flow/constraint.sdc
current_design system

set clk_period 1.0
set clk_io_pct 0.2

create_clock -name clk0 -period $clk_period [get_ports {clk}]

set non_clock_inputs [all_inputs -no_clocks]
set_input_delay [expr $clk_period * $clk_io_pct] -clock clk0 $non_clock_inputs
set_output_delay [expr $clk_period * $clk_io_pct] -clock clk0 [all_outputs]
### flow/config.mk
export PLATFORM = sky130hd
export DESIGN_NAME = system
export DESIGN_NICKNAME = system
export VERILOG_FILES = /design/flow/design.v
export SDC_FILE = /design/flow/constraint.sdc
export NUM_CORES = 4
export LEC_CHECK = 1
export CORE_AREA = 10 10 79 79
export DIE_AREA = 0 0 89 89
### flow/run.sh
#!/bin/bash
# OpenROAD 26Q1-2900-gdf79404cd8, Yosys 0.63+post, stock flow scripts
make -C /OpenROAD-flow-scripts/flow DESIGN_CONFIG=/design/flow/config.mk WORK_HOME=/design/flow/orfs finish
==> run_results.csv <==
group,metric,value,unit
outcome,status,"completed",
synth,muxShareOfSynthArea,2.892,%
final_timing,period_used_share,44.76,%
synth,synthDistinctLibCells,16,
critical_path,critical_path.max_fanout,2,
final_timing,endpoints_left_unconstrained,42,
critical_path,end_kind,"register",
final_timing,worst_slew_pin_slew,0.3179,ns
global_route,grt_first_pass_wirelength,1800,um
final_timing,setup_viol_count_final,0,
routing,detail_route.iter0.violations,4,
critical_path,slowest_delay,0.30,ns
routing,antenna_violating_nets_post_route,0,
clock_tree,ctsHoldBuffers,0,
routing,insertedDiodeCount,0,
routing,remaining_drc_errors,0,
critical_path,critical_path.n_buffers_inverters,1,
die,die_width,89,um
final_timing,final_worst_clock_skew,0,ns
synth,chip_area_estimate_from_yosys_synthesis,0.001038,mm^2
final_timing,grt_setup_unrepaired,"false",
critical_path,start_kind,"register",
synth,synth_simple_gate_area_share,6.386,%
place,finalWeightedCongestion,0.7536,
global_route,antenna_found_initial,0,
routing,route.vias.total,513,
routing,wire_per_inst,6.119,um
critical_path,timing.critical_path.max_delay_family,"flip-flops",
global_route,first_global_vias,466,
flow_run,tool_warnings,36,
final_timing,final-max-slew-violation-count,0,
clock_tree,cts.clk_slew.worst_paths,0,ns
min_path,worst_hold_path_type,"reg2reg",
final_timing,hold-worst-slack,0.3585,ns
synth,syn-cell-area,0.001038,mm^2
die,core-area,0.004661,mm^2
cells_and_area,final-instance-count-excl-fill,159,
die,top_level_ports,13,
power_and_ir_drop,maximum_ir_drop_on_the_vdd_rail,0.1709,mV
place,pre_cts_slack,0.5488,ns
final_timing,unclocked_pins,30,
routing,drt_first_pass_iters,4,
cells_and_area,signed_area_change_from_the_synthesized_netlist_to_the_final_layout,14.46,%
die,die_height,89,um
critical_path,timing.critical_path.required,0.89,ns
critical_path,cpMaxStageDelayCell,"sky130_fd_sc_hd__dfxtp_1",
synth,synth-seq-area-share,59.76,%
synth,post_synth_inst_count,98,
final_timing,slew-limit-headroom,78.80,%
cells_and_area,layout_cells_sized_above_1,4.762,%
synth,yosys_reg_bits,31,
final_timing,fmax,2234,MHz
synth,synth.yosys.warnings,4,
critical_path,crit_arrival,0.34,ns
final_timing,finalSetupTns,0,ns
place,portBuffers,12,
synth,synth-adder-area-share,12.05,%
routing,via_count_normalized_by_instance_count,3.226,
global_route,gr-total-overflow,0,
die,dieArea,0.007921,mm^2
flow_run,max_cap_violations,0,
synth,synth.avg_cell_area,10.60,um^2
power_and_ir_drop,power_leakage,0.4505,nW
synth,ys_top_logic_family,"buffers and inverters",
die,fp_util,22.28,%
die,floorplan.rows,25,
power_and_ir_drop,power.density_cell_area,34.25,mW/mm^2
final_timing,setup_ws,0.5524,ns
clock_tree,cts.repair.resized,0,
critical_path,critical_path_class,"reg2reg",
clock_tree,post_cts.repair.setup_buffers,0,
place,hpwlAfterDp,912.9,um
critical_path,crit_chain,"inv_1",
final_timing,fin_crit,0.4476,ns
routing,routed_wl,973,um
synth,yosys-stat-cells,98,
synth,synthXorXnorAreaFrac,0,%
power_and_ir_drop,report.power.total,0.04071,mW
final_timing,timing.final.hold_violations,0,
global_route,track_usage,2.551,%
global_route,pin_count_of_the_biggest_net_entering_global_routing,10,
clock_tree,clock_latency,0,ns
place,place.detailed.instances,159,
synth,synth.cellmix.compoundShare,2.289,%
-- final cells by class --
class                   instances  area [um^2]
flip-flops and latches         31        620.6
multi-input cells              26        245.2
well taps                      54        67.56
fillers                       508         3472
repair buffers                 12        120.1
inverters                      36        135.1
-- final timing paths --
check / startpoint / to / slack, ns / cells past startpoint
worst min register to register: genblk1[0].fdiv.clkDiv / genblk1[0].fdiv.clkDiv / 0.36 / 1
worst max-delay path: genblk1[0].fdiv.clkDiv / genblk1[0].fdiv.clkDiv / 0.55 / 1
worst max register to register: genblk1[0].fdiv.clkDiv / genblk1[0].fdiv.clkDiv / 0.55 / 1
worst min-delay path: genblk1[0].fdiv.clkDiv / genblk1[0].fdiv.clkDiv / 0.36 / 1
-- placed cells by master (no fill, tap or decap), drive strengths merged --
master,count
a31oi,1
nand2,1
nor2,2
and2,1
and3b,1
nor3b,1
nor3,2
a211oi,1
nand2b,1
inv,36
ha,10
a21oi,2
clkdlybuf4s50,12
mux2,2
dfxtp,31
or3,1
-- cells in the mapped netlist (all sizes together) --
cell type,count,area [um^2]
ha,10,125.1
nor2,2,7.510
nor3b,1,7.510
nor3,2,10.01
mux2,2,30.03
or3,1,6.260
and3b,1,10.01
nand2,1,3.750
dfxtp,31,620.6
a211oi,1,7.510
a31oi,1,6.260
buf,5,37.54
and2,1,7.510
inv,36,135.1
nand2b,1,13.76
a21oi,2,10.01
-- per-layer routing --
metal | part of all wire, % | track usage (%) | routed length (um) | up-vias
li1 | - | - | - | 287
met1 | 58 | 3.668 | 564 | 213
met2 | 34 | 4.455 | 329 | 13
met3 | 8.0 | 0.09183 | 78 | 0
met4 | 0 | 0 | 0 | 0
met5 | 0 | 0 | 0 | -
-- cells by family after synthesis --
group / after synthesis
buf+inv: 41
simple gates: 10
flops: 31
mux: 2
compound gates: 4
fa+ha+maj: 10
-- sequential cells by signal (all words and copies together) (netlist names) --
signal	cells
NDY.ps	1
fdivTarget.clkDiv	1
fndyTarget.clkDiv	1
genblk1.fdiv.clkDiv	26
q7seg.ps	2
-- report_power, final --
part / switching, mW / internal [mW] / total (mW)
Clock: 0 / 0 / 0
Sequential: 0 / 0.0407 / 0.0407
Combinational: 0 / 0 / 0.000000201
-- through the flow --
| step | utilization, % | cell area (um^2) |
|---|---|---|
| 3_3_place_gp | 25.50 | 1189 |
| 2_1_floorplan | - | 1039 |
| 3_5_place_dp | 25.50 | 1189 |
| 5_1_grt | 25.50 | 1189 |
| 4_1_cts | 25.50 | 1189 |
| 6_report | 25.50 | 1189 |
